### ./config.mk
export PLATFORM = sky130hd
export DESIGN_NAME = ControlUnit
export DESIGN_NICKNAME = ControlUnit
export VERILOG_FILES = /design/flow/design.v
export SDC_FILE = /design/flow/constraint.sdc
export NUM_CORES = 4
export LEC_CHECK = 1
export CORE_AREA = 10 10 227 227
export DIE_AREA = 0 0 237 237
### ./run.sh
#!/bin/bash
# OpenROAD 26Q1-2900-gdf79404cd8, Yosys 0.63+post, stock flow scripts
make -C /OpenROAD-flow-scripts/flow DESIGN_CONFIG=/design/flow/config.mk WORK_HOME=/design/flow/orfs finish
### ./design.v
`timescale 1ns / 1ps
    typedef logic[32 - 1:0] data;
    typedef data ARR[3];
    typedef ARR VAL_MATRIX[3];
    typedef ARR W_MATRIX[3];
    typedef VAL_MATRIX VAL_MATRIX_FILE[3];
    typedef W_MATRIX W_MATRIX_FILE[3-1];
module ControlUnit(
    input CLK,
    input RST,
    input done,
    input train,
    output logic valid,
    output logic y_RAM_rw,
    output logic d_RAM_rw,
    output logic delta_w_gen_gen,
    output data learning_rate,
    output logic d_gen_read,
    output logic w_RAM_rw,
    output logic wT_RAM_rw,
    output integer column_index,
    output integer y_RAM_layer_index,
    output integer d_RAM_layer_index,
    output integer d_gen_layer_index,
    output integer w_RAM_layer_index,
    output integer wT_RAM_layer_index,
    output integer y_RAM_neuron_index,
    output integer d_RAM_neuron_index,
    output integer d_gen_neuron_index,
    output integer w_RAM_neuron_index,
    output integer wT_RAM_neuron_index
    );
    typedef enum logic[3:0] {INIT, 
                         Read_Neurons, 
                         Write_Neurons, 
                         Next_Layer, 
                         d_Generation_INIT, 
                         d_Generation,
                         delta_W_Generation,
                         W_Update,
                         Previous_Layer,
                         Load_New_IO} state_t;
    state_t state = INIT;
    integer pass = 0;
    integer layer_index = 0;
    integer neuron_index = 0;
    always @ (posedge(CLK))
    begin
        if (RST)
            state <= INIT;
        else
            case (state)
                INIT:
                    if(done)
                    begin
                        layer_index <= 0;
                        neuron_index <= 0;
                        state <= INIT;
                    end
                    else
                    begin
                        layer_index <= 0;
                        neuron_index <= 0;
                        state <= Read_Neurons;
                    end
                Read_Neurons:
                    if(neuron_index < 3 - 1)
                        state <= Write_Neurons;
                    else
                        state <= Next_Layer;
                Write_Neurons:
                begin
                    state <= Read_Neurons;
                    neuron_index <= neuron_index + 1;
                end
                Next_Layer:
                begin
                    if(layer_index < 3 - 2)
                        state <= Read_Neurons;
                    else if(layer_index >= 3 - 2 && train)
                        state <= d_Generation_INIT;
                    else
                        state <= Load_New_IO;
                    layer_index <= layer_index + 1;
                    neuron_index <= 0;
                end
                d_Generation_INIT:
                    if(neuron_index < 3 - 1)
                        state <= d_Generation;
                    else
                        state <= Previous_Layer;
                d_Generation:
                    state <= delta_W_Generation;
                delta_W_Generation:
                    state <= W_Update;
                W_Update:
                begin
                    state <= d_Generation_INIT;
                    neuron_index <= neuron_index + 1;
                end
                Previous_Layer:
                begin
                    if(layer_index > 1)
                        state <= d_Generation_INIT;
                    else
                        state <= Load_New_IO;
                    layer_index <= layer_index - 1;
                    neuron_index <= 0;
                end
                Load_New_IO:
                begin
                    state <= INIT;
                    pass <= pass + 1;
                end
            endcase
    end
    always @*
    begin
        case (state)
            INIT:
            begin
                valid               =  0;
                y_RAM_rw            =  0;
                d_RAM_rw            =  0;
                delta_w_gen_gen     =  0;
                learning_rate       =  0;
                d_gen_read          =  0;
                w_RAM_rw            =  0;
                wT_RAM_rw           =  0;
                column_index        =  0;
                y_RAM_layer_index   =  0;
                d_RAM_layer_index   =  0;
                d_gen_layer_index   =  0;
                w_RAM_layer_index   =  0;
                wT_RAM_layer_index  =  0;
                y_RAM_neuron_index  =  0;
                d_RAM_neuron_index  =  0;
                d_gen_neuron_index  =  0;
                w_RAM_neuron_index  =  0;
                wT_RAM_neuron_index =  0;
            end
            Read_Neurons:
            begin
                valid               =  0;
                y_RAM_rw            =  0;
                d_RAM_rw            =  0;
                delta_w_gen_gen     =  0;
                learning_rate       =  0;
                d_gen_read          =  0;
                w_RAM_rw            =  0;
                wT_RAM_rw           =  0;
                column_index        =  0;
                y_RAM_layer_index   =  layer_index;
                d_RAM_layer_index   =  0;
                d_gen_layer_index   =  0;
                w_RAM_layer_index   =  layer_index;
                wT_RAM_layer_index  =  0;
                y_RAM_neuron_index  =  0;
                d_RAM_neuron_index  =  0;
                d_gen_neuron_index  =  0;
                w_RAM_neuron_index  =  neuron_index;
                wT_RAM_neuron_index =  0;
            end
            Write_Neurons:
            begin
                valid               =  0;
                y_RAM_rw            =  1;
                d_RAM_rw            =  0;
                delta_w_gen_gen     =  0;
                learning_rate       =  0;
                d_gen_read          =  0;
                w_RAM_rw            =  0;
                wT_RAM_rw           =  1;
                column_index        =  neuron_index;
                y_RAM_layer_index   =  layer_index + 1;
                d_RAM_layer_index   =  0;
                d_gen_layer_index   =  0;
                w_RAM_layer_index   =  0;
                wT_RAM_layer_index  =  layer_index;
                y_RAM_neuron_index  =  neuron_index;
                d_RAM_neuron_index  =  0;
                d_gen_neuron_index  =  0;
                w_RAM_neuron_index  =  0;
                wT_RAM_neuron_index =  0;
            end
            Next_Layer:
            begin
                valid               =  0;
                y_RAM_rw            =  0;
                d_RAM_rw            =  0;
                delta_w_gen_gen     =  0;
                learning_rate       =  0;
                d_gen_read          =  0;
                w_RAM_rw            =  0;
                wT_RAM_rw           =  0;
                column_index        =  0;
                y_RAM_layer_index   =  0;
                d_RAM_layer_index   =  0;
                d_gen_layer_index   =  0;
                w_RAM_layer_index   =  0;
                wT_RAM_layer_index  =  0;
                y_RAM_neuron_index  =  0;
                d_RAM_neuron_index  =  0;
                d_gen_neuron_index  =  0;
                w_RAM_neuron_index  =  0;
                wT_RAM_neuron_index =  0;
            end
            d_Generation_INIT:
            begin
                valid               =  0;
                y_RAM_rw            =  0;
                d_RAM_rw            =  0;
                delta_w_gen_gen     =  0;
                learning_rate       =  0;
                d_gen_read          =  0;
                w_RAM_rw            =  0;
                wT_RAM_rw           =  0;
                column_index        =  0;
                y_RAM_layer_index   =  layer_index;
                d_RAM_layer_index   =  layer_index + 1;
                d_gen_layer_index   =  0;
                w_RAM_layer_index   =  0;
                wT_RAM_layer_index  =  layer_index;
                y_RAM_neuron_index  =  0;
                d_RAM_neuron_index  =  0;
                d_gen_neuron_index  =  0;
                w_RAM_neuron_index  =  0;
                wT_RAM_neuron_index =  neuron_index;
            end
            d_Generation:
            begin
                valid               =  0;
                y_RAM_rw            =  0;              
                d_RAM_rw            =  0;              
                delta_w_gen_gen     =  0;              
                learning_rate       =  0;              
                d_gen_read          =  1;              
                w_RAM_rw            =  0;              
                wT_RAM_rw           =  0;              
                column_index        =  0;              
                y_RAM_layer_index   =  layer_index - 1;
                d_RAM_layer_index   =  0;              
                d_gen_layer_index   =  layer_index;    
                w_RAM_layer_index   =  0;              
                wT_RAM_layer_index  =  0;              
                y_RAM_neuron_index  =  0;              
                d_RAM_neuron_index  =  0;              
                d_gen_neuron_index  =  neuron_index;   
                w_RAM_neuron_index  =  0;              
                wT_RAM_neuron_index =  0;              
            end
            delta_W_Generation:
            begin
                valid               =  0;
                y_RAM_rw            =  0;
                d_RAM_rw            =  1;
                delta_w_gen_gen     =  1;
                learning_rate       =  'h200;
                d_gen_read          =  0;
                w_RAM_rw            =  0;
                wT_RAM_rw           =  0;
                column_index        =  0;
                y_RAM_layer_index   =  0;
                d_RAM_layer_index   =  layer_index;
                d_gen_layer_index   =  0;
                w_RAM_layer_index   =  layer_index - 1;
                wT_RAM_layer_index  =  0;
                y_RAM_neuron_index  =  0;
                d_RAM_neuron_index  =  neuron_index;
                d_gen_neuron_index  =  0;
                w_RAM_neuron_index  =  neuron_index;
                wT_RAM_neuron_index =  0;
            end
            W_Update:
            begin
                valid               =  0;
                y_RAM_rw            =  0;
                d_RAM_rw            =  0;
                delta_w_gen_gen     =  0;
                learning_rate       =  0;
                d_gen_read          =  0;
                w_RAM_rw            =  1;
                wT_RAM_rw           =  0;
                column_index        =  0;
                y_RAM_layer_index   =  0;
                d_RAM_layer_index   =  0;
                d_gen_layer_index   =  0;
                w_RAM_layer_index   =  layer_index - 1;
                wT_RAM_layer_index  =  0;
                y_RAM_neuron_index  =  0;
                d_RAM_neuron_index  =  0;
                d_gen_neuron_index  =  0;
                w_RAM_neuron_index  =  neuron_index;
                wT_RAM_neuron_index =  0;
            end
            Previous_Layer:
            begin
                valid               =  0;
                y_RAM_rw            =  0;
                d_RAM_rw            =  0;
                delta_w_gen_gen     =  0;
                learning_rate       =  0;
                d_gen_read          =  0;
                w_RAM_rw            =  0;
                wT_RAM_rw           =  0;
                column_index        =  0;
                y_RAM_layer_index   =  0;
                d_RAM_layer_index   =  0;
                d_gen_layer_index   =  0;
                w_RAM_layer_index   =  0;
                wT_RAM_layer_index  =  0;
                y_RAM_neuron_index  =  0;
                d_RAM_neuron_index  =  0;
                d_gen_neuron_index  =  0;
                w_RAM_neuron_index  =  0;
                wT_RAM_neuron_index =  0;
            end
            Load_New_IO:
            begin
                valid               =  1;
                y_RAM_rw            =  0;
                d_RAM_rw            =  0;
                delta_w_gen_gen     =  0;
                learning_rate       =  0;
                d_gen_read          =  0;
                w_RAM_rw            =  0;
                wT_RAM_rw           =  0;
                column_index        =  0;
                y_RAM_layer_index   =  0;
                d_RAM_layer_index   =  0;
                d_gen_layer_index   =  0;
                w_RAM_layer_index   =  0;
                wT_RAM_layer_index  =  0;
                y_RAM_neuron_index  =  0;
                d_RAM_neuron_index  =  0;
                d_gen_neuron_index  =  0;
                w_RAM_neuron_index  =  0;
                wT_RAM_neuron_index =  0;
            end
            default:
            begin
                valid               =  0;
                y_RAM_rw            =  0;
                d_RAM_rw            =  0;
                delta_w_gen_gen     =  0;
                learning_rate       =  0;
                d_gen_read          =  0;
                w_RAM_rw            =  0;
                wT_RAM_rw           =  0;
                column_index        =  0;
                y_RAM_layer_index   =  0;
                d_RAM_layer_index   =  0;
                d_gen_layer_index   =  0;
                w_RAM_layer_index   =  0;
                wT_RAM_layer_index  =  0;
                y_RAM_neuron_index  =  0;
                d_RAM_neuron_index  =  0;
                d_gen_neuron_index  =  0;
                w_RAM_neuron_index  =  0;
                wT_RAM_neuron_index =  0;
            end
        endcase
    end
endmodule
### ./constraint.sdc
current_design ControlUnit

set clk_period 5.5
set clk_io_pct 0.2

create_clock -name clk0 -period $clk_period [get_ports {CLK}]

set non_clock_inputs [all_inputs -no_clocks]
set_input_delay [expr $clk_period * $clk_io_pct] -clock clk0 $non_clock_inputs
set_output_delay [expr $clk_period * $clk_io_pct] -clock clk0 [all_outputs]
==> ci_impl_report.md <==
### Yosys + OpenROAD results

| Metric | Value |
|---|---|
| Core Area | `about 47,000 um2` |
| Mapped Cells | `around 1.2k` |
| CP Capture Type | `output pin` |
| CTS Sinks | `approximately 68` |
| Site Rows | `slightly below 80` |
| Dominant logic cell types in the final layout | `363 x clkdlybuf4s50_1, 132 x and3_1, 126 x nor2_1` |
| Minimum clock period after layout | `4.948 ns` |
| Most used flip-flop cell | `edfxtp_1` |
| FF-to-FF setup slack | `2.34 ns` |
| IO Pins | `395` |
| Data arrival, critical path | `~3.9 ns` |
| EDFF count, synth | `64` |
| CTS tree | `done` |
| Worst setup SP type | `flip-flop` |
| Pins over their slew limit | `0` |
| H-tree level count | `3` |
| IR drop worst, VDD | `approximately 130 uV` |
| Crit-path slowest cell | `nor3_1` |
| Worst Hold Class | `flip-flop to flip-flop` |
| Starting Density | `~18%` |
| DP HPWL | `35,090 um` |
| First-pass GRT wire length | `69,170 um` |
| WP data required | `4.40 ns` |
| Tcrit/Tclk final | `89.96%` |
| Share of cells above drive strength 1 | `4.643%` |
| CTS resizes | `0` |
| Clock slew at reported path FFs | `0.07 ns` |
| Clock tree root buffer cell | `clkbuf_16` |
| Num CTS Buffers | `9` |
| Critical Path Start | `layer_index[1]` |
| Vias per inst | `5.000` |
| Setup TNS | `0 ns` |
| Worst-margin pin slew | `0.9737 ns` |
| Yosys chip area | `between 8000 and 9000 um2` |
| Count of inserted antenna diode cells | `0` |
| Post-DRT Antenna Nets | `0` |
| Critical path cell sequence | `inv_1 > ha_1 > nor4b_4 > nand4_1 > nor3_1 > nand3_1 > o21ai_0 > clkdlybuf4s50_1` |
| Reg2reg path depth | `8` |
| Final hold violation count | `0` |
| Initial DRC count | `roughly 960` |
| GR Overflow Total | `0` |
| Post-Place Setup Slack | `0.9663 ns` |
| DR vias | `10.25k` |
| PD cells | `205.6 nW/um2` |
| Syn avg cell area | `7.118 um2` |
| Post-synth ARST share | `0%` |
| Tally of yosys warning messages | `1` |
| FF-to-FF End | `layer_index[22]` |
| Post-CTS setup buffer count | `0` |
| Die Ht | `237 um` |
| Most frequent logic cell in the layout | `clkdlybuf4s50_1` |
| Die X | `237 um` |
| Tally of OpenROAD warnings | `27` |
| Clock latency (worst-skew pair) | `0.36 ns` |
| Status | `finished, final reports clean` |
| Drt drc | `0` |
| Hold_buf cts | `0` |
| Final WL | `roughly 48,000 um` |
| Crit path kind | `flip-flop to output pin` |
| CTS max path bufs | `2` |
| Post-synth seq share | `23.26%` |
| Worst relative slew slack | `35.00%` |
| DR pass1 iterations | `5` |
| Slowest Stage Delay on Critical Path | `0.63 ns` |
| MaxCap Viol Count | `0` |
| Reg2reg start | `layer_index[1]` |
| Worst Setup EP | `w_RAM_layer_index[30]` |
| Synth unique cells | `65` |
| Flops & latches, synth | `~70` |
| Slack of the critical path | `~0.55 ns` |
| RD Place Congestion | `0.8837` |
| Largest net degree at the start of global routing | `slightly above 60` |
| Final setup vio count | `0` |
| Max Freq | `202.1 MHz` |
| RSZ-0062 raised after global routing | `false` |
| Total GRT Usage | `16.34%` |
| Leak Pwr | `between 4 and 5 nW` |
| Area growth syn-to-layout | `46.55%` |
| WL per Instance | `23.43 um` |
| Vias in the first global route | `9,843` |
| Mapped cell area | `8606 um2` |
| Worst Skew | `0.01060 ns` |
| I/O Buffers | `363` |
| Chip Area | `56,170 um2` |
| Crit path max fanout | `9` |
| Yosys stat cell total | `approximately 1.2k` |
| Fill cell count | `approximately 4.9k` |
| Initial antenna violation count | `1` |
[state kept, by name, summed over array words and instances (netlist names)]
name          flops
state             4
neuron_index     32
layer_index      32
[per-stage QoR]
step	hold WS, ns	utilization, %	cells	area [um2]	power [mW]
floorplan	0.5903	-	1239	8718	1.417
global placement	0.6346	26.55	2035	12360	2.063
detailed placement	0.6548	26.55	2035	12360	2.069
CTS	0.6599	27.09	2050	12610	2.626
global route	0.7105	27.09	2050	12610	2.752
finish	0.6641	27.09	2050	12610	2.593
[cells by family (layout without fill, tap and decap cells)]
logic type / after synthesis / after routing / share of synthesized area, %
flops: 68 / 68 / 23.26
simple gates: 589 / 589 / 37.44
buf+inv: 218 / 422 / 12.63
xor+xnor: 66 / 66 / 6.717
compound gates: 262 / 262 / 19.21
other cells: 1 / 31 / 0.04358
fa+ha+maj: 4 / 4 / 0.5816
mux: 1 / 1 / 0.1163
[metal layers]
| layer | share of wire (%) | up-vias | GRT usage, % |
|---|---|---|---|
| met3 | 13 | 60 | 7.517 |
| li1 | - | 4686 | - |
| met4 | 1.7 | 2 | 2.239 |
| met2 | 45 | 667 | 25.96 |
| met1 | 40 | 4836 | 20.45 |
| met5 | 0.042 | - | 0 |
[report_power, final]
part | leakage, nW | internal, mW | switching [mW]
clock | 0.118 | 0.300 | 0.240
sequential | 0.662 | 0.686 | 0.264
combinational | 3.67 | 0.525 | 0.577
total | 4.45 | 1.51 | 1.08
[critical path: cells and delay by family (launching register included)]
kind | cells | cell delay [ns]
buf+inv | 2 | 0.79
compound gates | 1 | 0.40
flops | 1 | 0.50
fa+ha+maj | 1 | 0.38
simple gates | 4 | 1.40
[how the worst min path moves through the flow]
stage,end,slack [ns],start,cells after the start
after global routing,neuron_index[19],0.71,neuron_index[19],2
final,neuron_index[30],0.66,neuron_index[30],2
after CTS,neuron_index[30],0.66,neuron_index[30],2
[synth_stat cells, drive strengths merged, types with 25 or more instances]
cell / count / share of area, %
a21oi: 59 / 3.4
a221oi: 32 / 3.3
and2: 62 / 4.5
and3: 132 / 9.6
buf: 85 / 6.8
clkbuf: 118 / 5.1
edfxtp: 64 / 22
nand2: 78 / 3.4
nand3: 37 / 2.2
nor2: 132 / 5.8
nor2b: 36 / 2.6
nor3: 37 / 2.5
o21ai: 84 / 4.9
o22ai: 25 / 1.8
xnor2: 41 / 4.2
xor2: 25 / 2.5
[area by class of cell]
| class | instances | area [um2] | share of cell area [%] |
|---|---|---|---|
| Tap cell | 607 | 759.5 | 6.022 |
| Clock buffer | 12 | 236.5 | 1.875 |
| Sequential cell | 68 | 2002 | 15.87 |
| Clock inverter | 3 | 15.01 | 0.1190 |
| Inverter | 15 | 56.30 | 0.4464 |
| Multi-Input combinational cell | 953 | 5692 | 45.13 |
| Timing Repair Buffer | 392 | 3851 | 30.54 |
Power and IR drop assume default switching activity.
